==> flow/design.v <==
module project
	(
		CLOCK_50,						 
        KEY,
        SW,
		VGA_CLK,   						 
		VGA_HS,							 
		VGA_VS,							 
		VGA_BLANK_N,						 
		VGA_SYNC_N,						 
		VGA_R,   						 
		VGA_G,	 						 
		VGA_B   						 
	);
	input			CLOCK_50;				 
	input   [17:0]   SW;
	input   [3:0]   KEY;
	output			VGA_CLK;   				 
	output			VGA_HS;					 
	output			VGA_VS;					 
	output			VGA_BLANK_N;				 
	output			VGA_SYNC_N;				 
	output	[9:0]	VGA_R;   				 
	output	[9:0]	VGA_G;	 				 
	output	[9:0]	VGA_B;   				 
	wire resetn;
	assign resetn = SW[0];
	wire [2:0] colour;
	wire [7:0] x;
	wire [6:0] y;
	wire writeEn;
	wire newCLK;
	assign writeEn = SW[1];
	RateDivider RD(.enable(1'b1), .clk(CLOCK_50), .clear(1'b0), .out(newCLK));
	datapath DATA(
    .clk(newCLK),
    .resetn(SW[0]),
	 .up(KEY[2]),
	 .down(KEY[1]),
	 .left(KEY[3]),
	 .erase(SW[15]), 
	 .right(KEY[0]),
    .clr_in(SW[9:7]),
    .x(x),
    .y(y),
    .clr(colour)
    );
	vga_adapter VGA(
			.resetn(resetn),
			.clock(CLOCK_50),
			.colour(colour),
			.x(x),
			.y(y),
			.plot(writeEn),
			.VGA_R(VGA_R),
			.VGA_G(VGA_G),
			.VGA_B(VGA_B),
			.VGA_HS(VGA_HS),
			.VGA_VS(VGA_VS),
			.VGA_BLANK(VGA_BLANK_N),
			.VGA_SYNC(VGA_SYNC_N),
			.VGA_CLK(VGA_CLK));
		defparam VGA.RESOLUTION = "160x120";
		defparam VGA.MONOCHROME = "FALSE";
		defparam VGA.BITS_PER_COLOUR_CHANNEL = 1;
		defparam VGA.BACKGROUND_IMAGE = "black.mif";
endmodule
module datapath(
    input clk,
    input resetn,
	 input up,
	 input down,
	 input left,
	 input erase,
	 input right,
    input [9:7] clr_in,
    output reg [7:0] x,
    output reg [6:0] y,
    output reg [2:0] clr
    );
		reg [3:0] counter;
		reg [7:0] old_x;
		reg [6:0] old_y;
    initial begin
    	old_x <= 8'b01010000;
    	old_y <= 7'b0111100;
		x <= 8'b01010000;
		y <= 7'b0111100;
		end
    always@(posedge clk) begin
		  if(erase)begin
				clr <= 3'b000;
			end
		  else
		  begin
				clr <= clr_in;
		  end
        if (!left) begin
				if(x > 10)begin
					x<= old_x - 1;
					old_x <= x;
					y <= old_y;
				end
        end  
        if (!right) begin
				if(x < 150)begin
					x<= old_x + 1;
					old_x <= x;
					y <= old_y;
				end
        end
        if (!up) begin
				if(y > 10)begin
               y<= old_y - 1;
					old_y <= y;
					x <= old_x;
				end
        end
        if (!down) begin
				if(y < 110)begin
					y<= old_y + 1;
					old_y <= y;
					x <= old_x;
				end
        end
		end
endmodule
module RateDivider(enable, clk, clear, out);
	input enable, clk, clear;
	reg [28:0] counter;
	output out;
	always@(posedge clk)
	begin
		if(clear == 1'b1)
			counter <= 0;
		else if(counter == 0)
				counter <=  28'b10111110101111000010;
		else if(enable == 1'b1)
			counter <= counter - 1'b1;
	end
	assign out = (counter == 0);
endmodule
==> flow/run.sh <==
#!/bin/bash
# OpenROAD 26Q1-2900-gdf79404cd8, Yosys 0.63+post, stock flow scripts
make -C /OpenROAD-flow-scripts/flow DESIGN_CONFIG=/design/flow/config.mk WORK_HOME=/design/flow/orfs finish
==> flow/config.mk <==
export PLATFORM = sky130hd
export DESIGN_NAME = datapath
export DESIGN_NICKNAME = datapath
export VERILOG_FILES = /design/flow/design.v
export SDC_FILE = /design/flow/constraint.sdc
export NUM_CORES = 4
export LEC_CHECK = 1
export CORE_UTILIZATION = 30
==> flow/constraint.sdc <==
current_design datapath

set clk_period 3.4
set clk_io_pct 0.2

create_clock -name clk0 -period $clk_period [get_ports {clk}]

set non_clock_inputs [all_inputs -no_clocks]
set_input_delay [expr $clk_period * $clk_io_pct] -clock clk0 $non_clock_inputs
set_output_delay [expr $clk_period * $clk_io_pct] -clock clk0 [all_outputs]
==> flow_summary.ini <==
; flow metrics
[cells_and_area]
final_cell_mix = 34 x nand2_1, 33 x dfxtp_1, 26 x clkdlybuf4s50_1, 16 x a21oi_1, 14 x nor3_1
syn_to_final_growth_pct = 19.2
final_layout_size_suffix_gt1_share_pct = 10.2
finish.utilization_pct = 37.1
fin_area_sq_um = 2370
layout.cells.most_common = nand2_1
fill_cells = 655

[sta]
tightest_slew_ns = 0.850
clock_skew_ns = 0.0115
fmax_mhz = 416
setup-tns-final_ns = 0
setup_violations = 0
slew_headroom_pct = 43.3
period_minus_slack_ns = 2.41
rsz0062_at_grt = no
slew_violations = 0
hold_viol = 0
post-route-period-util_pct = 70.8

[die]
ios = 28
core_sq_um = 6390
dieArea_sq_um = 6960
placementRows = 29
die_w_um = 83.4
die_y_um = 83.4
fp_util_pct = 31.1

[power_and_ir_drop]
power.internal_mw = 1.29
total_power_mw = 2.26
p_switching_mw = 0.967
leakagePower_nw = 0.863
ir_worst_vdd_v = 0.000450
powerDensity_nw_per_um2 = 952
p_clk_share_pct = 14.9
p_comb_share_pct = 47.5
swShare_pct = 42.9
power_frac_seq_pct = 37.5

[clock_tree]
postCtsSetupRepairBufs = 0
post_cts_resize_count = 0
clk_latency_ns = 0.29
clkSlewWorstSetupHoldPaths_ns = 0.07
clock_path_buffers = 2
clock-sinks = 33
tritoncts = yes
cts-hold-fix-buffers = 0
cts_max_level = 2
clock-root-buffer = clkbuf_8
numCtsBuffers = 5

[worst_hold_path]
hold_path_class = reg2reg
holdCritStartpoint = y[3]
worstHoldPathCells = 2

[synth]
ys_warn_count = 1
syn-instance-count = 240
synth-main-ff-cell = dfxtp_1
ys_types = 60
syn_area_per_cell_sq_um = 8.28
postSynthSeqShare_pct = 33.2
yosys_cells = 240
synth_flops = 33
syn_area_sq_um = 1990
yosysChipArea_sq_um = 1990
postSynth.asyncResetShare_pct = 0
enable_flop_cells = 0

[drt]
drtAntennaViolNets = 0
drt_iter0_markers = 80
wl_per_cell_um = 14.6
diodes = 0
viasPerCell = 5.43
routed_wl_mm = 4.98
vias = 1857
dr.pass1.iters = 4
drc = 0

[critical_path]
crit_top_cell = a311o_1
critical_path.cell_chain = clkdlybuf4s50_1 > a311o_1 > a21oi_1 > a311o_1 > a22o_1
start_kind = primary input
crit_required_ns = 3.58
crit_start = right
cp_slowest_cell = a311o_1
endpoint_kind = flip-flop
cpPeakStageDelay_ns = 0.70
rr_startpoint = x[2]
crit_fanout = 17
critical_path_class = in2reg
rr_worst_depth = 5
cp.arrival_ns = 2.58

[place]
place_hpwl_mm = 3.40
place.gp.congestion = 0.787
portBuffers = 26
place_area_sq_um = 2270

[run]
cap_violations = 0
warnings = 28

[global_route]
grt_overflow = 0
antenna_found_initial = 0
grt_pass1_vias = 1730
grt_max_degree = 20
grt_pass1_wl_mm = 8.61
grtUsageTotal_pct = 15.2

[run_status]
outcome = finished clean
-- critical path: cells and delay by family --
kind / cells / cell delay [ns]
AND-OR/OR-AND: 4 / 1.36
buffers and inverters: 1 / 0.54
-- synth_stat cells, drive strengths merged, types with 5 or more instances --
cell type | n | area, sq um
a211oi | 5 | 42.5
a21oi | 16 | 80.1
a22o | 7 | 61.3
a31oi | 5 | 31.3
buf | 7 | 63.8
clkbuf | 6 | 42.5
dfxtp | 33 | 661
inv | 8 | 30.0
nand2 | 36 | 145
nand3 | 10 | 50.1
nor2 | 14 | 67.6
nor3 | 15 | 80.1
o21ai | 13 | 65.1
-- final timing paths --
check	endpoint	slack (ns)
max	x[6]	0.99
min	old_y[3]	0.50
max reg2reg	x[6]	1.25
min reg2reg	old_y[3]	0.50
-- per-stage QoR --
| stage | std cells | hold WS (ns) | worst slack (ns) |
|---|---|---|---|
| after floorplan | 240 | 0.443 | 1.50 |
| after CTS | 342 | 0.505 | 1.03 |
| after global placement | 334 | 0.496 | 0.719 |
| after global routing | 342 | 0.533 | 0.851 |
| final | 342 | 0.502 | 0.994 |
| after detailed placement | 334 | 0.491 | 0.712 |
-- flip-flops by register name, indices dropped and copies added (netlist names) --
signal	cells
clr	3
x	8
y	7
old_y	7
old_x	8
-- routing by layer --
metal  part of all wire [%]  global-route usage (%)  wire length, um
met3                    5.7                    2.22              286
met4                   0.80                    2.82               40
met1                     49                    23.8             2450
met5                      0                       0                0
met2                     44                    22.7             2200
-- layout make-up --
type,instances,area (sq um),share of cell area (%)
clock inverters,1,5.00,0.211
flip-flops and latches,33,661,27.9
inverters,8,30.0,1.27
clock buffers,7,96.3,4.07
multi-input cells,186,1190,50.3
well taps,77,96.3,4.07
repair buffers,30,290,12.2
-- power groups by stage --
stage,combinational (mW),clock (mW),sequential [mW]
global route,1.20,0.365,0.885
finish,1.07,0.337,0.847
CTS,1.08,0.346,0.845
-- kinds of logic after synthesis --
family                     after synthesis  synth area share [%]
adders and majority gates                4                  2.52
buffers and inverters                   21                  6.86
DFF                                     33                  33.2
xor gates and xnor gates                 2                 0.881
and+or+nand+nor                         97                  25.0
muxes                                    3                  1.76
AOI/OAI and AO/OA                       80                  29.7
Power is estimated from default activity; no workload was simulated.
